==> flow/design.v <==
package floating_point_pkg;
    localparam int exp_width = 11;
    localparam int sig_width = 52;
    localparam int tot_width = 1 + exp_width + sig_width;
    localparam int exp_bias  = 2**(exp_width-1) - 1;
    typedef struct packed {
        logic                 sign;
        logic [exp_width-1:0] exponent;
        logic [sig_width-1:0] significand;
    } floating_point_number_t;
endpackage
package T_bird_tail_light_FSM_pkg;
    typedef enum bit [2:0] {IDLE, L1, L2, L3, LR3, R1, R2, R3} state_t;
endpackage
module count_leading_zeros (
    input  logic [51:0] in,
    output logic [5:0] out
);
    always_comb begin
        if      (in[51]) out =  0;
        else if (in[50]) out =  1;
        else if (in[49]) out =  2;
        else if (in[48]) out =  3;
        else if (in[47]) out =  4;
        else if (in[46]) out =  5;
        else if (in[45]) out =  6;
        else if (in[44]) out =  7;
        else if (in[43]) out =  8;
        else if (in[42]) out =  9;
        else if (in[41]) out =  10;
        else if (in[40]) out =  11;
        else if (in[39]) out =  12;
        else if (in[38]) out =  13;
        else if (in[37]) out =  14;
        else if (in[36]) out =  15;
        else if (in[35]) out =  16;
        else if (in[34]) out =  17;
        else if (in[33]) out =  18;
        else if (in[32]) out =  19;
        else if (in[31]) out =  20;
        else if (in[30]) out =  21;
        else if (in[29]) out =  22;
        else if (in[28]) out =  23;
        else if (in[27]) out =  24;
        else if (in[26]) out =  25;
        else if (in[25]) out =  26;
        else if (in[24]) out =  27;
        else if (in[23]) out =  28;
        else if (in[22]) out =  29;
        else if (in[21]) out =  30;
        else if (in[20]) out =  31;
        else if (in[19]) out =  32;
        else if (in[18]) out =  33;
        else if (in[17]) out =  34;
        else if (in[16]) out =  35;
        else if (in[15]) out =  36;
        else if (in[14]) out =  37;
        else if (in[13]) out =  38;
        else if (in[12]) out =  39;
        else if (in[11]) out =  40;
        else if (in[10]) out =  41;
        else if (in[ 9]) out =  42;
        else if (in[ 8]) out =  43;
        else if (in[ 7]) out =  44;
        else if (in[ 6]) out =  45;
        else if (in[ 5]) out =  46;
        else if (in[ 4]) out =  47;
        else if (in[ 3]) out =  48;
        else if (in[ 2]) out =  49;
        else if (in[ 1]) out =  50;
        else if (in[ 0]) out =  51;
        else             out =  52;
    end
endmodule
==> flow/run.sh <==
#!/bin/bash
# OpenROAD 26Q1-2900-gdf79404cd8, Yosys 0.63+post, stock flow scripts
make -C /OpenROAD-flow-scripts/flow DESIGN_CONFIG=/design/flow/config.mk WORK_HOME=/design/flow/orfs finish
==> flow/config.mk <==
export PLATFORM = sky130hd
export DESIGN_NAME = count_leading_zeros
export DESIGN_NICKNAME = count_leading_zeros
export VERILOG_FILES = /design/flow/design.v
export SDC_FILE = /design/flow/constraint.sdc
export NUM_CORES = 4
export LEC_CHECK = 1
export CORE_AREA = 10 10 70 70
export DIE_AREA = 0 0 80 80
==> flow/constraint.sdc <==
current_design count_leading_zeros

set clk_period 8.6
set clk_io_pct 0.2

create_clock -name clk0 -period $clk_period

set non_clock_inputs [all_inputs -no_clocks]
set_input_delay [expr $clk_period * $clk_io_pct] -clock clk0 $non_clock_inputs
set_output_delay [expr $clk_period * $clk_io_pct] -clock clk0 [all_outputs]
==> summary.txt <==
yosys + openroad results -> Die Wd 80 microns, Final Cycle Share 65.7%, yosys xor share 0%, Top area cell types nor2_1 13%, nor4_1 10%, o21ai_0 9.6%, Ports 58, Starting DRT DRC Count 39, 1st-pass router iterations 4, first-pass GRT wire length 4810 microns, relative slew slack 58.9%, Yosys warning count 1, HP Start in[51], final setup fails 0, hold path cells 3, Unique cell types 27, maxcap violations 0, post-CTS sizing 0, Routed WL per cell 13.7 microns, kind of critical path primary input to primary output, Post-DRT Antenna Nets 0, core box area 3420 sq um, placed cells 216, yosys stat cell total 112, Final Hold Fails 0, Critical Path AT 3930 ps, Final Core Density 37.1%, overflow left after global routing 0, post-synth area from yosys stat 628 sq um, Max Freq 177 MHz, Seq share, synth 0%, yosys aoi share 42.4%, largest net degree at the start of global routing 6, mux share 0%, setup TNS 0 ps, CP max FO 4, dpl cell area 1270 sq um, most frequent logic cells in the routed design 58 x clkdlybuf4s50_1, 21 x nor2_1, 12 x o21ai_0, CP startpoint kind primary input, fin crit period 5650 ps, DRC Markers 0, Pins Over Slew Limit 0, vias per inst 4.70, overall routing resource usage 8.96%, Design Power 0.0456 mW, seq_cells 0, DIE HEIGHT 80 microns, Worst VDD drop 0.0137 mV, Layout area overhead 102%, most frequent logic cell in the layout clkdlybuf4s50_1, Top cell area share 12.5%, Register Area 0 sq um, Vias 1016, WHS Endpoint out[1], RSZ-0062 raised after global routing no, WP data required 6880 ps, comb area leader simple AND/OR/NAND/NOR gates, largest area contributor in the netlist nor2_1, initial antenna violation count 0, std cell rows 21, stage-log warning count 32, final instance area 1270 sq um, crit end category primary output, slew of the pin with the lowest slew margin 611 ps, number of global-route vias before repair 1060, Lkg Pwr 0.431 nW, fillcell total 379, Cells after Synth 112, clock buffers 0, HP Class primary input to primary output, outcome finished clean, ant diodes 0, DRT Wirelength 2950 microns, proportion of layout cells with a drive suffix above 1 1.18%, Post-CTS Hold Buffers 0, post-synthesis instance area 628 sq um, Detail Placement HPWL 2660 microns, FP Util 18.4%, PD cells 36.1 nW/um^2, die area 6400 sq um, Simple Share, Synth 51.6%, Non-Filler Instances 216, gpl congestion 0.863, Port Buffers 58, Adder Share, Synth 0%, Avg Inst Size Synth 5.61 sq um, Post-CTS Setup Repair Bufs 0
[critical path, cell delays in order]
cell and delay (ps):
clkdlybuf4s50_1 470, nor2_1 210, o311ai_0 160, o311ai_0 140, o2111ai_1 180, a2111oi_0 490, clkdlybuf4s50_1 560
[power breakdown]
group / internal, mW / leakage [nW] / switching (mW) / total [mW]
sequential: 0 / 0 / 0 / 0
clock: 0 / 0 / 0 / 0
combinational: 0.0281 / 0.431 / 0.0176 / 0.0456
total: 0.0281 / 0.431 / 0.0176 / 0.0456
[stage by stage]
step           setup slack (ps)  hold WS (ps)
2_1_floorplan              4120          3460
5_1_grt                    2720          4490
4_1_cts                    2870          4450
6_report                   2950          4430
3_3_place_gp               2950          4440
3_5_place_dp               2910          4440
[layer usage]
metal	routed length, microns	GRT usage (%)	part of all wire (%)	vias up
met4	0	0	0	0
met5	0	0	0	-
met3	250	3.18	8.5	0
li1	-	-	-	557
met1	1280	11.4	43	434
met2	1420	15.0	48	25
[layout make-up]
cell class	instances	area [sq um]	area share, %
inverter	10	37.5	2.96
multi-input combinational	102	591	46.6
tap	46	57.6	4.55
timing repair buffer	58	581	45.8
[how the worst max path moves through the flow]
stage     startpoint      to  slack [ps]  depth (start not counted)
6_report      in[27]  out[1]        2950                          7
5_1_grt       in[15]  out[1]        2720                          7
4_1_cts        in[7]  out[1]        2870                          7
[cell families after synthesis]
logic type / count (synthesis)
compound gates: 42
buf+inv: 10
simple gates: 60
[Yosys cell counts, drive strengths merged (2+ instances only)]
library cell,count
nor2,21
o21ai,12
a21oi,11
inv,10
nor4,10
nor3,8
nand2,4
nand3,4
a31oi,3
nor2b,3
o311ai,3
a2111oi,2
a211oi,2
and3,2
nand2b,2
nand4,2
o21a,2
o21bai,2
or4,2
Power and IR drop assume default switching activity.
